## flow/run.sh

```bash
#!/bin/bash
# OpenROAD 26Q1-2900-gdf79404cd8, Yosys 0.63+post, stock flow scripts
make -C /OpenROAD-flow-scripts/flow DESIGN_CONFIG=/design/flow/config.mk WORK_HOME=/design/flow/orfs finish
```

## flow/config.mk

```make
export PLATFORM = sky130hd
export DESIGN_NAME = CNT1SEC
export DESIGN_NICKNAME = CNT1SEC
export VERILOG_FILES = /design/flow/design.v
export SDC_FILE = /design/flow/constraint.sdc
export NUM_CORES = 4
export LEC_CHECK = 1
export CORE_AREA = 10 10 101 101
export DIE_AREA = 0 0 111 111
```

## flow/constraint.sdc

```tcl
current_design CNT1SEC

set clk_period 4.5
set clk_io_pct 0.2

create_clock -name clk0 -period $clk_period [get_ports {CLK}]

set non_clock_inputs [all_inputs -no_clocks]
set_input_delay [expr $clk_period * $clk_io_pct] -clock clk0 $non_clock_inputs
set_output_delay [expr $clk_period * $clk_io_pct] -clock clk0 [all_outputs]
```

## flow/design.v

```verilog
module CNT1SEC(
	input	CLK, RST,
	output	EN1HZ,
	output   reg SIG2HZ
);
reg[25:0] cnt;
always @( posedge CLK )begin
	if( EN1HZ==1'b1 )
		cnt <= 26'b0;
	else
		cnt <= cnt + 26'b1;
end
assign EN1HZ = (cnt==26'd47999999);
wire cnt37499999 = (cnt==26'd35999999);
wire cnt24999999 = (cnt==26'd23999999);
wire cnt12499999 = (cnt==26'd11999999);
always @(posedge CLK) begin
	if(cnt12499999 | cnt24999999 | cnt37499999 | EN1HZ)
		SIG2HZ <= ~SIG2HZ;
end
endmodule
```

==> impl_metrics.env <==
# yosys + openroad results
export IMPL_outcome="finished clean"
export IMPL_slowest_stage="clkdlybuf4s50_1"
export IMPL_synth_top_cell_area_share_pct=37.9
export IMPL_final_setup_tns_ns=0
export IMPL_dp_hpwl_um=1930
export IMPL_final_setup_worst_slack_ns=1.16
export IMPL_row_count=33
export IMPL_yosys_most_used_dff="dfxtp_1"
export IMPL_number_of_buffers_and_inverters_on_the_critical_path=1
export IMPL_finalWirelength_um=2660
export IMPL_yosysWarningCount=1
export IMPL_synth_top_cell_by_count="dfxtp_1"
export IMPL_cts_buffers=3
export IMPL_critical_path_class="flip-flop to primary output"
export IMPL_numPortBuffers=2
export IMPL_drive_gt1_share_pct=8.55
export IMPL_synthDominantAreaCellType="dfxtp_1"
export IMPL_post_synth_cell_area_avg_sq_um=9.09
export IMPL_tritoncts_clock_tree="built"
export IMPL_worst_r2r_start="cnt[0]"
export IMPL_min_to="cnt[0]"
export IMPL_post_drt_wl_per_cell_um=10.3
export IMPL_ys_seq_elements=27
export IMPL_power_per_cell_area_nw_per_um2=250
export IMPL_timing_critical_path_from_type="flip-flop"
export IMPL_timing_max_transition_violations_final=0
export IMPL_first_global_vias=1021
export IMPL_final_hold_violation_count=0
export IMPL_edf_count=1
export IMPL_r2r_setup_slack_ns=2.42
export IMPL_worstPathArrival_ns=2.44
export IMPL_first_pass_iters=4
export IMPL_post_synthesis_cell_type_count=41
export IMPL_die_area_sq_um=12300
export IMPL_synth_async_reset_ratio_pct=0
export IMPL_skew_ns=0.00697
export IMPL_ys_cells=151
export IMPL_grt_start_max_net_pins=18
export IMPL_critical_path_max_stage_delay_ns=0.54
export IMPL_leakage_uw=0.000527
export IMPL_setup_viol=0
export IMPL_yosysChipArea_sq_um=1370
export IMPL_hold_depth=1
export IMPL_drv_max_cap_violation_count=0
export IMPL_cts_root_to_sink_buffers=2
export IMPL_finalClockPeriodUsage_pct=74.2
export IMPL_worstHoldStart="cnt[0]"
export IMPL_critical_path_end_type="primary output"
export IMPL_final_fill_count=879
export IMPL_die_size_x_um=111
export IMPL_fp_util_pct=16.9
export IMPL_clock_sink_count=27
export IMPL_antenna_violations_before_repair=0
export IMPL_ant_nets=0
export IMPL_netlist_area_sq_um=1370
export IMPL_worst_path_max_fanout=10
export IMPL_slew_headroom_pct=71.2
export IMPL_cts_repair_resize_count=0
export IMPL_grt_overflow_total=0
export IMPL_final_period_minus_worst_setup_slack_ns=3.34
export IMPL_crit_path_leading_delay_family="simple AND/OR/NAND/NOR gates"
export IMPL_netlist_instances=151
export IMPL_tool_warnings=26
export IMPL_grt_pass1_wl_um=4810
export IMPL_worst_slack_at_placement_ns=1.47
export IMPL_clock_latency_late_pin_ns=0.27
export IMPL_num_vias=1103
export IMPL_clock_fmax_mhz=299
export IMPL_grt_util_all_layers_pct=4.40
export IMPL_regToRegEndpoint="cnt[7]"
export IMPL_syn2layout_area_growth_pct=11.8
export IMPL_die_height_um=111
export IMPL_global_placer_s_final_weighted_congestion=0.870
export IMPL_synth_top_cells_by_count="26 x dfxtp_1, 16 x nor2_1, 11 x nand3_1, 11 x nand4_1, 11 x xnor2_1"
export IMPL_clkSlewWorstSetupHoldPaths_ns=0.10
export IMPL_post_cts_setup_buffer_count=0
export IMPL_hold_class="flip-flop to flip-flop"
export IMPL_cts_htree_levels=1
export IMPL_dr_first_iter_drc_count=60
export IMPL_drt_drc_violations_left=0
export IMPL_detail_route_antenna_diodes=0
export IMPL_worstSetupStartpoint="cnt[0]"
export IMPL_timing_reg2reg_worst_path_depth=6
export IMPL_number_of_hold_repair_buffers_added_at_the_cts_stage=0
export IMPL_worstPathRequired_ns=3.60
export IMPL_drt_vias_per_instance=4.29
export IMPL_ios=4
export IMPL_worst_pin_slew_ns=0.431
export IMPL_crit_chain="ha_1 -> nand3_1 -> or2_1 -> nor4_4 -> clkdlybuf4s50_1"
export IMPL_cts_root_buffer_cell="clkbuf_8"
export IMPL_rsz_0062_raised_after_global_routing="no"
export IMPL_vdd_drop_max_v=0.000127
export IMPL_topCellsByArea="dfxtp_1 38%, xnor2_1 7.0%, nand4_1 5.0%"
export IMPL_synth_yosys_seq_area_share_pct=40.1
export IMPL_core_sq_um=8130
cells by family after synthesis:
group / count (synthesis) / share of synthesized area (%)
flops: 27 / 40.1
fa+ha+maj: 1 / 0.911
xor+xnor: 18 / 11.5
compound gates: 14 / 5.83
buf+inv: 9 / 4.28
simple gates: 82 / 37.4
registers in the layout, indices dropped and copies added, names as in the netlist:
name and flops:
SIG2HZ 1, cnt 26
metal layers:
metal,global-route usage [%],wire (um),vias up
li1,-,-,563
met1,6.35,1380,511
met2,6.45,1130,25
met3,1.15,111,4
met4,0.868,45,0
met5,0,0,-
power by group:
part	leakage [uW]	switching [uW]	total (uW)	internal, uW
Clock	0.0000261	78.0	143	64.9
Sequential	0.000221	0	240	240
Combinational	0.000280	0	0.000280	0
worst max path at each step:
| stage | slack, ns | endpoint | cells after the start |
|---|---|---|---|
| 4_1_cts | 1.13 | EN1HZ | 5 |
| 6_report | 1.16 | EN1HZ | 5 |
| 5_1_grt | 1.00 | EN1HZ | 5 |
metrics by stage:
step | area (sq um) | instances | utilization, % | hold WS [ns] | power (uW)
6_report | 1530 | 257 | 18.9 | 0.490 | 383
5_1_grt | 1530 | 257 | 18.9 | 0.540 | 400
4_1_cts | 1530 | 257 | 18.9 | 0.493 | 391
3_5_place_dp | 1480 | 253 | 18.2 | 0.468 | 246
3_3_place_gp | 1480 | 253 | 18.2 | 0.455 | 246
2_1_floorplan | 1370 | 151 | - | 0.438 | 246
layout make-up:
cell class / count / area (sq um) / share of cell area (%)
Clock inverter: 1 / 8.76 / 0.571
Multi-Input combinational cell: 115 / 763 / 49.8
Clock buffer: 3 / 41.3 / 2.69
Sequential cell: 27 / 551 / 35.9
Timing Repair Buffer: 3 / 27.5 / 1.79
Inverter: 3 / 11.3 / 0.734
Tap cell: 105 / 131 / 8.56
cells in the final DEF (no fill, tap or decap), drive strengths merged:
cell type      instances
dfxtp                 26
nor2                  16
nand4                 12
nand3                 11
xnor2                 11
xor2                   7
nand2                  6
a21oi                  6
nor4                   6
nor3                   4
o21ai                  4
and4                   4
inv                    4
or3                    4
or4                    3
clkbuf                 3
and3                   3
nor4b                  2
and4b                  2
o31ai                  2
clkdlybuf4s50          2
and2                   2
edfxtp                 1
or2                    1
or4b                   1
nand3b                 1
nand2b                 1
nand4b                 1
nor3b                  1
a31oi                  1
nor2b                  1
a31o                   1
ha                     1
buf                    1
No activity file was given, so power comes from the tool's default toggle rates.
