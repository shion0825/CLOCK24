$ cat /design/flow/run.sh
#!/bin/bash
# OpenROAD 26Q1-2900-gdf79404cd8, Yosys 0.63+post, stock flow scripts
make -C /OpenROAD-flow-scripts/flow DESIGN_CONFIG=/design/flow/config.mk WORK_HOME=/design/flow/orfs finish
$ cat /design/flow/config.mk
export PLATFORM = sky130hd
export DESIGN_NAME = ABTN_IN
export DESIGN_NICKNAME = ABTN_IN
export VERILOG_FILES = /design/flow/design.v
export SDC_FILE = /design/flow/constraint.sdc
export NUM_CORES = 4
export LEC_CHECK = 1
export CORE_AREA = 10 10 91 91
export DIE_AREA = 0 0 101 101
$ cat /design/flow/constraint.sdc
current_design ABTN_IN

set clk_period 3.6
set clk_io_pct 0.2

create_clock -name clk0 -period $clk_period [get_ports {CLK}]

set non_clock_inputs [all_inputs -no_clocks]
set_input_delay [expr $clk_period * $clk_io_pct] -clock clk0 $non_clock_inputs
set_output_delay [expr $clk_period * $clk_io_pct] -clock clk0 [all_outputs]
$ cat /design/flow/design.v
module ABTN_IN(
	input   CLK, RST,
	input  		[2:0]	nBIN1,
	output	reg	[2:0]	BOUT1
);
reg[20:0] cnt;
wire en40hz = (cnt==1200000-1);
always @( posedge CLK ) begin
	if(en40hz)
		cnt <= 21'b0;
	else
		cnt <= cnt + 21'b1;
end
reg [2:0] ff1, ff2;
always @( posedge CLK ) begin
	if (en40hz) begin
		ff2 <= ff1;
		ff1 <= nBIN1;
	end
end
wire [2:0] temp = ~ff1 & ff2 &{3{en40hz}};
always @(posedge CLK) begin
	BOUT1 <= temp;
end
endmodule
==> summary.txt <==
run metrics: status=complete, no violations, Adder Share, Synth=0.01062, buffers inserted during post-CTS setup optimization=0, via total after detailed routing=a little under 800, relative max-transition margin=0.5036, post-synthesis cell type count=28, violation count after the first detailed-route iteration=55, gp weighted congestion=0.7293, Setup violations, final=0, Hold Path Cell Cnt=0, register-to-register setup slack=1.54 ns, vertical die dimension=around 100 um, insertion delay to the later sink of the worst-skew pair=0.28 ns, area of the core=6350 um2, half-perimeter wire length after placement=1301 um, TritonCTS sink count=30, buffers from clock root to sink, at most=2, endpoint class of the critical path=flop, mean post-synth cell area=10.81 um2, Area after DPL=1331 um2, number of instances in the synthesized netlist=109, main logic family after synthesis=simple AND/OR/NAND/NOR gates, slew of the pin with the lowest slew margin=0.7389 ns, Critical Path Max Stage Delay=0.37 ns, worst path cell trace=ha_1 > nand2_1 > or3_4 > nor4_4 > buf_4, main area contributors after synthesis=dfxtp_1 41%, edfxtp_1 15%, xnor2_1 8.9%, nor2_1 4.5%, xor2_1 3.7%, pin count of the biggest net entering global routing=19, clock tree from TritonCTS=done, Worst Hold Margin=between 0.4 and 0.5 ns, number of warnings in the stage logs=26, Post-Route Setup TNS=0 ns, capture endpoint of the worst hold path=ff2[1]$_DFFE_PN_, Chip Area=10,200 um2, hold bufs inserted after CTS=0, Non-Filler Cell Area, Final=approximately 1400 um2, number of antenna violations at the first check in global routing=0, worst setup path start=cnt[0]$_SDFF_PN0_, max cap viols=0, Pre-Place Util=0.1856, via count of the first global-routing pass=739, time the worst path needs with I/O delays and setup=2.063 ns, Hold Violations, Final=0, yosys warning tally=1, ratio of routed vias to standard cells=between 3 and 4, floorplan die width=101 um, area taken by multi-input logic gates=about 500 um2, start point of the worst min-delay path=ff1[1]$_DFFE_PN_, ANT cells=0, Worst EP required=roughly 3.6 ns, average detailed-routed wire length per instance=9.360 um, synthesized chip area reported by yosys=around 1200 um2, number of placed I/O pins=8, number of buffers and inverters on the critical path=1, H-tree levels=2, simple-gate area share of the yosys netlist=0.2654, standard-cell row count=29, peak supply drop=0.1562 mV, source of the worst register-to-register timing path=cnt[0]$_SDFF_PN0_, global-route wire length before repair=3291 um, largest fanout on the critical path=18, depth of the worst register-to-register path=5, final worst setup slack=roughly 1.5 ns, Compound-Gate Fraction of Synth Area=0.02123, Max Slew Vio Count=0, multiplexer share of the synthesized area=0, GRT Total Usage=0.03869, total power density per cell area=466.5 nW/um2, fmax=just under 500 MHz, total power=672.4 uW, FILL cells=656, clock root buffer=clkbuf_8, cell type with the largest total area after synthesis=dfxtp_1, Dominant cell area share=0.4076, worst-case clock skew=0.009804 ns, setup repair after global routing missed its margin=no, final global-route overflow total=0, number of cells in the yosys synthesis report=around 110, post-placement worst setup slack=1.530 ns, Area growth syn-to-layout=22.29%, end of the worst register-to-register path=ff2[2]$_DFFE_PN_, arrival time worst endpoint=between 2 and 2.5 ns, Synthesized registers=30, startpoint kind of the worst setup timing path=flop, DRC violations left=0, clock input transition at the sequential cells of the worst setup and hold paths=roughly 0.07 ns, Synth Cell Area=1179 um2, final clock period utilization by the worst path=0.5731, cell class contributing the biggest share of worst-path delay=simple AND/OR/NAND/NOR gates, total leakage power=between 0.5 and 0.6 nW, sequential cell area in the final layout=660.6 um2, Crit Path Category=reg2reg, count of port buffers added during placement=6, highest-delay cell along the critical path=or3_4, cts bufs inserted=5, Routed WL=1872 um, Antenna Nets Post-Route=0, proportion of synthesized chip area in sequential cells=0.5605, area fraction in xor and xnor cells=0.1263, layout cells sized above 1=0.08943, total iterations of the first detailed-routing run=4, number of gates given a new drive strength after cts=0, type of the tightest min-delay check=reg2reg
[cells by family (layout without fill, tap and decap cells)]
logic type / Yosys count / after routing
DFF: 30 / 30
xor gates and xnor gates: 17 / 17
buffers and inverters: 3 / 17
adders and majority gates: 1 / 1
and+or+nand+nor: 54 / 54
AOI/OAI and AO/OA: 4 / 4
[cell usage in the layout (no fill, tap or decap), drive strengths merged]
cell type and count:
clkbuf 6, edfxtp 6, ha 1, nor2 14, and2 1, buf 1
o31ai 1, nand3b 1, or3 2, nor4b 1, nand4 4, nor3 4
nor4 2, a21o 1, or4 2, bufinv 1, inv 2, nand3 8
clkinvlp 1, and3 3, dfxtp 24, xnor2 12, nor2b 1, xor2 5
and4 1, a21oi 2, and3b 3, clkdlybuf4s50 6, nand2 7
[per-layer routing]
| layer | global-route usage | part of all wire | vias up | wire [um] |
|---|---|---|---|---|
| met4 | 0.006431 | 0.020 | 0 | 38 |
| li1 | - | - | 410 | - |
| met3 | 0.01525 | 0.052 | 6 | 97 |
| met1 | 0.05343 | 0.51 | 356 | 953 |
| met2 | 0.05700 | 0.42 | 10 | 781 |
| met5 | 0 | 0 | - | 0 |
[worst reg2reg max path, cell delays in order, from the launching register on]
cell and delay [ns]:
dfxtp_1 0.35, ha_1 0.24, nand2_1 0.13, or3_4 0.37, nor4_4 0.36, buf_4 0.30
[worst max path at each step]
stage	cells past startpoint	end
5_1_grt	5	ff2[2]$_DFFE_PN_
6_report	5	ff2[2]$_DFFE_PN_
4_1_cts	5	ff2[0]$_DFFE_PN_
[where the power goes]
part	switching (mW)	total, mW	internal [mW]
registers	0	0.342	0.342
logic	0.000348	0.00313	0.00279
clock network	0.121	0.328	0.206
[layout make-up]
class / instances / area share
multi-input combinational: 76 / 0.3464
clock buffer: 6 / 0.05035
clock inverter: 2 / 0.02604
inverter: 2 / 0.005208
sequential: 30 / 0.4583
timing repair buffer: 7 / 0.04688
tap: 77 / 0.06684
[Yosys cell counts]
master / number
dfxtp_1: 24
nor2_1: 14
xnor2_1: 12
nand3_1: 8
nand2_1: 7
edfxtp_1: 6
xor2_1: 5
nor3_1: 4
and3_1: 3
and3b_1: 3
nand4_1: 3
a21oi_1: 2
inv_1: 2
or4_1: 2
a21o_1: 1
and2_1: 1
and4_1: 1
buf_6: 1
ha_1: 1
nand3b_1: 1
nand4_2: 1
nor2b_1: 1
nor4_1: 1
nor4_4: 1
nor4b_1: 1
o31ai_1: 1
or3_1: 1
or3_4: 1
[flip-flops by register name (all words and copies together) (netlist names)]
name   count
BOUT1      3
ff1        3
ff2        3
cnt       21
[stage by stage]
stage,utilization,instances
2_1_floorplan,-,109
3_3_place_gp,0.2097,192
3_5_place_dp,0.2097,192
4_1_cts,0.2270,200
5_1_grt,0.2270,200
6_report,0.2270,200
Power and IR drop assume default switching activity.
