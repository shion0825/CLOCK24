$ cat flow/run.sh
#!/bin/bash
# OpenROAD 26Q1-2900-gdf79404cd8, Yosys 0.63+post, stock flow scripts
make -C /OpenROAD-flow-scripts/flow DESIGN_CONFIG=/design/flow/config.mk WORK_HOME=/design/flow/orfs finish
$ cat flow/config.mk
export PLATFORM = sky130hd
export DESIGN_NAME = BTN_IN
export DESIGN_NICKNAME = BTN_IN
export VERILOG_FILES = /design/flow/design.v
export SDC_FILE = /design/flow/constraint.sdc
export NUM_CORES = 4
export LEC_CHECK = 1
export CORE_AREA = 10 10 114 114
export DIE_AREA = 0 0 124 124
$ cat flow/constraint.sdc
current_design BTN_IN

set clk_period 2.9
set clk_io_pct 0.2

create_clock -name clk0 -period $clk_period [get_ports {CLK}]

set non_clock_inputs [all_inputs -no_clocks]
set_input_delay [expr $clk_period * $clk_io_pct] -clock clk0 $non_clock_inputs
set_output_delay [expr $clk_period * $clk_io_pct] -clock clk0 [all_outputs]
$ cat flow/design.v
module BTN_IN(
	input			CLK, RST,
	input		[2:0]	nBIN,
	output	reg	[2:0]	BOUT
);
reg[20:0] cnt;
wire en40hz = (cnt==1200000-1);
always @( posedge CLK ) begin
	if(en40hz)
		cnt <= 21'b0;
	else
		cnt <= cnt + 21'b1;
end
reg [2:0] ff1, ff2;
always @( posedge CLK ) begin
	if (en40hz) begin
		ff2 <= ff1;
		ff1 <= nBIN;
	end
end
wire [2:0] temp = ~ff1 & ff2 &{3{en40hz}};
always @(posedge CLK) begin
	BOUT <= temp;
end
endmodule
==> impl_results.html <==
<p>Metrics extracted from the flow reports.</p>
<table>
<tr><th>Metric</th><th>Value</th></tr>
<tr><th colspan="2">Outcome</th></tr>
<tr><td>Outcome</td><td>completed</td></tr>
<tr><th colspan="2">Worst hold path</th></tr>
<tr><td>Worst min-delay path category</td><td>flip-flop to flip-flop</td></tr>
<tr><th colspan="2">Cells and area</th></tr>
<tr><td>Area growth syn-to-layout</td><td>26.4%</td></tr>
<tr><td>FF/Latch Area</td><td>661 um^2</td></tr>
<tr><td>Final non-filler cell total</td><td>259</td></tr>
<tr><td>Area taken by multi-input logic gates</td><td>499 um^2</td></tr>
<tr><td>Tally of filler cells in the layout</td><td>1177</td></tr>
<tr><td>Most instantiated logic cells after routing</td><td>dfxtp_1 (24), nor2_1 (14), xnor2_1 (12)</td></tr>
<tr><td>Area of all placed cells without fillers</td><td>1490 um^2</td></tr>
<tr><td>Share of post-route cells with drive strength above 1</td><td>0.0894</td></tr>
<tr><td>Most common logic cell in the routed design</td><td>dfxtp_1</td></tr>
<tr><th colspan="2">Final timing</th></tr>
<tr><td>Maximum clock frequency</td><td>0.451 GHz</td></tr>
<tr><td>Setup-violating endpoint count in the final report</td><td>0</td></tr>
<tr><td>Final sum of negative setup slack</td><td>0 ns</td></tr>
<tr><td>Final Skew</td><td>0.00520 ns</td></tr>
<tr><td>Post-Route Hold Slack</td><td>0.452 ns</td></tr>
<tr><td>Worst relative slew slack</td><td>0.515</td></tr>
<tr><td>RSZ-0062 raised after global routing</td><td>no</td></tr>
<tr><td>Clock period minus final worst setup slack</td><td>2.22 ns</td></tr>
<tr><td>Final clock period utilization by the worst path</td><td>0.764</td></tr>
<tr><td>Number of max-slew violations in the final report</td><td>0</td></tr>
<tr><td>Hold Violations, Final</td><td>0</td></tr>
<tr><td>Tightest Pin Transition</td><td>0.721 ns</td></tr>
<tr><th colspan="2">Clocking</th></tr>
<tr><td>Clock tree from TritonCTS</td><td>done</td></tr>
<tr><td>Inserted Clock Buffers</td><td>5</td></tr>
<tr><td>Number of H-tree levels</td><td>2</td></tr>
<tr><td>Sink count of the clock tree</td><td>30</td></tr>
<tr><td>Worst-Skew Late Latency</td><td>0.28 ns</td></tr>
<tr><td>Root buffer cell</td><td>clkbuf_8</td></tr>
<tr><td>Hold_buf cts</td><td>0</td></tr>
<tr><td>Number of gates resized after cts</td><td>0</td></tr>
<tr><td>Buffer levels on the longest clock path</td><td>2</td></tr>
<tr><td>Number of buffers added for setup after CTS</td><td>0</td></tr>
<tr><td>Clk slew on worst S/H paths</td><td>0.06 ns</td></tr>
<tr><th colspan="2">Critical path</th></tr>
<tr><td>CP arrival</td><td>2.20 ns</td></tr>
<tr><td>Crit Path Max Fanout</td><td>14</td></tr>
<tr><td>Required time at the endpoint of the critical path</td><td>2.88 ns</td></tr>
<tr><td>Critical path class</td><td>flip-flop to flip-flop</td></tr>
<tr><td>Crit end category</td><td>flip-flop</td></tr>
<tr><td>Startpoint type of the worst setup path</td><td>flip-flop</td></tr>
<tr><th colspan="2">Die</th></tr>
<tr><td>IO Pins</td><td>8</td></tr>
<tr><td>Overall die height</td><td>124 um</td></tr>
<tr><td>Die outline width</td><td>124 um</td></tr>
<tr><td>Row count</td><td>37</td></tr>
<tr><td>Overall die area</td><td>15400 um^2</td></tr>
<tr><td>Core box area</td><td>10400 um^2</td></tr>
<tr><td>Init Core Util</td><td>0.113</td></tr>
<tr><th colspan="2">Synthesis</th></tr>
<tr><td>Number of flip-flops and latches in the synthesized netlist</td><td>30</td></tr>
<tr><td>Main synth FF type</td><td>dfxtp_1</td></tr>
<tr><td>Yosys Instances</td><td>109</td></tr>
<tr><td>YS chip area</td><td>1180 um^2</td></tr>
<tr><td>Async set-reset flop share out of synthesis</td><td>0</td></tr>
<tr><td>Tally of yosys warning messages</td><td>1</td></tr>
<tr><td>Synth Area per Inst</td><td>10.8 um^2</td></tr>
<tr><td>Number of flops mapped to enable cells by yosys</td><td>6</td></tr>
<tr><td>Total standard cell area after synthesis</td><td>1180 um^2</td></tr>
<tr><td>Share of the synthesized area in the top cell type</td><td>0.408</td></tr>
<tr><td>Library cell with the largest summed area after synthesis</td><td>dfxtp_1</td></tr>
<tr><td>Synth Instances</td><td>109</td></tr>
<tr><td>Leading cell types by total area after synthesis</td><td>dfxtp_1 (41%), edfxtp_1 (15%), xnor2_1 (8.9%), nor2_1 (4.5%), xor2_1 (3.7%)</td></tr>
<tr><td>Unique masters post-synth</td><td>28</td></tr>
<tr><td>Sequential cell area fraction in the yosys report</td><td>0.561</td></tr>
<tr><th colspan="2">Flow run</th></tr>
<tr><td>Tally of OpenROAD warnings</td><td>26</td></tr>
<tr><td>Max-capacitance violation count</td><td>0</td></tr>
<tr><th colspan="2">Placement</th></tr>
<tr><td>Placed cells</td><td>251</td></tr>
<tr><td>Global placer's final weighted congestion</td><td>0.752</td></tr>
<tr><td>Dpl cell area</td><td>1410 um^2</td></tr>
<tr><td>IO buf count</td><td>6</td></tr>
<tr><td>HPWL reported at the end of detailed placement</td><td>1.37 mm</td></tr>
<tr><th colspan="2">Power and ir drop</th></tr>
<tr><td>Worst IR drop on VDD</td><td>166 uV</td></tr>
<tr><td>Leakage dissipation</td><td>0.511 nW</td></tr>
<tr><td>Power density cells</td><td>500 nW/um^2</td></tr>
<tr><th colspan="2">Routing</th></tr>
<tr><td>WL/cell</td><td>7.49 um</td></tr>
<tr><td>Number of antenna repair diodes</td><td>0</td></tr>
<tr><td>Overall via count from detail_route</td><td>771</td></tr>
<tr><td>Number of nets with antenna violations after detailed routing</td><td>0</td></tr>
<tr><td>DRC violations left</td><td>0</td></tr>
<tr><td>Per-cell via count in the routed design</td><td>2.98</td></tr>
<tr><td>Total detailed-routing wirelength</td><td>1.94 mm</td></tr>
<tr><td>Count of routing violations after the opening detailed-route iteration</td><td>29</td></tr>
<tr><td>First-pass iteration count of the detailed router</td><td>4</td></tr>
<tr><th colspan="2">GRT</th></tr>
<tr><td>Final global-route overflow total</td><td>0</td></tr>
<tr><td>Initial antenna violation count</td><td>0</td></tr>
<tr><td>Global-route wire length before repair</td><td>3.33 mm</td></tr>
<tr><td>Via count of the first global-routing pass</td><td>735</td></tr>
<tr><td>Total GRT Usage</td><td>0.0268</td></tr>
<tr><td>Maximum number of pins on one net before global-route repair</td><td>15</td></tr>
</table>
metal layers:
| metal | vias to the layer above | part of all wire | global-route usage |
|---|---|---|---|
| met5 | - | 0 | 0 |
| li1 | 407 | - | - |
| met1 | 349 | 0.51 | 0.0355 |
| met4 | 0 | 0.020 | 0.00432 |
| met3 | 6 | 0.056 | 0.0147 |
| met2 | 9 | 0.42 | 0.0384 |
registers in the layout, summed over array words and instances (netlist names):
register and flops:
cnt 21, BOUT 3, ff1 3, ff2 3
Yosys cell counts (2+ instances only):
master,n
inv_1,2
dfxtp_1,24
nand2_1,7
nand3_1,8
a21oi_1,2
or4_1,2
xor2_1,5
nor3_1,4
edfxtp_1,6
and3b_1,3
nand4_1,3
nor2_1,14
and3_1,3
xnor2_1,12
layout make-up:
class / count / share of cell area
flip-flops and latches: 30 / 0.443
multi-input cells: 76 / 0.335
clock buffers: 5 / 0.0462
clock inverters: 3 / 0.0109
inverters: 2 / 0.00504
well taps: 136 / 0.114
repair buffers: 7 / 0.0453
worst max-delay path, cell delays in order, from the launching register on:
cell and delay (ns):
dfxtp_1 0.35, ha_1 0.23, nand2_1 0.14, or3_4 0.37, nor4_4 0.52, buf_4 0.30
logic make-up (layout without fill, tap and decap cells):
family                     count (synthesis)  in the layout  share of synthesized area
AOI/OAI and AO/OA                          4              4                     0.0212
xor gates and xnor gates                  17             17                      0.126
adders and majority gates                  1              1                     0.0106
buffers and inverters                      3             17                     0.0159
DFF                                       30             30                      0.561
and+or+nand+nor                           54             54                      0.265
power breakdown:
group          internal [W]  switching (W)
Clock              0.000164       0.000154
Sequential         0.000424              0
Combinational    0.00000349    0.000000674
metrics by stage:
step | power [W] | util | worst slack, ns
CTS | 0.000757 | 0.143 | 0.675
floorplan | 0.000433 | - | 1.03
global placement | 0.000438 | 0.135 | 0.719
finish | 0.000746 | 0.143 | 0.684
global route | 0.000784 | 0.143 | 0.571
detailed placement | 0.000438 | 0.135 | 0.699
final timing paths:
path / startpoint / slack (ns) / depth (start not counted) / end
worst max-delay path: cnt[0]$_SDFF_PN0_ / 0.68 / 5 / ff2[1]$_DFFE_PN_
worst min-delay path: ff1[0]$_DFFE_PN_ / 0.45 / 0 / ff2[0]$_DFFE_PN_
worst max register to register: cnt[0]$_SDFF_PN0_ / 0.68 / 5 / ff2[1]$_DFFE_PN_
worst min register to register: ff1[0]$_DFFE_PN_ / 0.45 / 0 / ff2[0]$_DFFE_PN_
Power figures rest on the tool's default switching activity, not on a simulated workload.
